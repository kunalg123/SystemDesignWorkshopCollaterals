File: run.sh
#!/bin/bash
# OpenROAD 26Q1-2900-gdf79404cd8, Yosys 0.63+post, stock flow scripts
make -C /OpenROAD-flow-scripts/flow DESIGN_CONFIG=/design/flow/config.mk WORK_HOME=/design/flow/orfs finish
File: config.mk
export PLATFORM = sky130hd
export DESIGN_NAME = ripple_carry_adder
export DESIGN_NICKNAME = ripple_carry_adder
export VERILOG_FILES = /design/flow/design.v
export SDC_FILE = /design/flow/constraint.sdc
export NUM_CORES = 4
export LEC_CHECK = 1
export CORE_AREA = 10 10 100 100
export DIE_AREA = 0 0 110 110
File: constraint.sdc
current_design ripple_carry_adder

set clk_period 9.3
set clk_io_pct 0.2

create_clock -name clk0 -period $clk_period

set non_clock_inputs [all_inputs -no_clocks]
set_input_delay [expr $clk_period * $clk_io_pct] -clock clk0 $non_clock_inputs
set_output_delay [expr $clk_period * $clk_io_pct] -clock clk0 [all_outputs]
File: design.v
module fa_1bit (sum, cout, a, b, cin);
	output sum, cout;
	input a, b, cin;
	fa_sum sum_gate (sum, a, b, cin);
	fa_cout cout_gate (cout, a, b, cin);
endmodule
module fa_sum (sum, a, b, c);
	output sum;
	input a, b, c;
	xor sum_gate (sum, a, b, c);
endmodule
module fa_cout (cout, a, b, c);
	output cout;
	input a, b, c;
	wire ab, bc, ac;
	and ab_gate (ab, a, b);
	and bc_gate (bc, b, c);
	and ac_gate (ac, a, c);
	or cout_gate (cout, ab, bc, ac);
endmodule
module ripple_carry_adder #(
	parameter WIDTH = 32 
	) (
	 input [WIDTH-1:0] input_a,
	 input [WIDTH-1:0] input_b,
	 input carry_in,
	 output [WIDTH-1:0] final_sum,
	 output carry_out
	);
	wire [WIDTH:0] carry;
	wire [WIDTH-1:0] incr_sum;
	assign carry_in = 1'b0;
	assign carry[0] = carry_in;
	genvar i;
	generate 
	  for (i=0; i<WIDTH; i=i+1)
	    begin
	      fa_1bit fa_1bit_inst (
		      .sum(incr_sum[i]), 
		      .cout(carry[i+1]), 
		      .a(input_a[i]), 
		      .b(input_b[i]), 
		      .cin(carry[i]) 
	      );
	    end
    	endgenerate  
	assign final_sum = {carry[WIDTH-1], incr_sum};
        assign carry_out = carry[WIDTH];
endmodule	
==> flow_metrics.tcl <==
# implementation run metrics
set metrics [dict create \
    logic_family "adder cells" \
    status "aborted with a tool error" \
    ys_area_um2 903.4 \
    synth_seq_share_pct 0 \
    yosys_warnings 0 \
    aoi_share_pct 0 \
    ys_cells 71 \
    synthMuxAreaShare_pct 0 \
    fa_ha_area_share_pct 70.08 \
    failed_stage "1_2_yosys" \
    synthSimpleGateAreaFrac_pct 0 \
    yosysUniqueCellTypes 5 \
    synthXorXnorAreaFrac_pct 0 \
    run.stop_error "ERROR: Found 1 problems in 'check -assert'." \
]
==> logic make-up after synthesis <==
| family | Yosys count |
|---|---|
| other cells | 1 |
| fa+ha+maj | 32 |
| buf+inv | 38 |
==> cells in the mapped netlist, drive strengths merged <==
master | count | area (um2)
ha | 1 | 12.51
fa | 31 | 620.6
conb | 1 | 3.750
inv | 5 | 18.77
buf | 33 | 247.7
