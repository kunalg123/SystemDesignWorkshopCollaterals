$ cat design/flow/design.v
module CountEvenOneZero (
	input wire data_in,
        input wire clk, 
	input wire reset,
	output reg out
	);	
localparam s0=2'b00, 
	   s1=2'b01, 
	   s2=2'b10, 
	   s3=2'b11;
reg [1:0] CurrentState; 
reg [1:0] NextState;
always@(posedge clk) begin
	if (reset) CurrentState <= s0;
	else CurrentState <= NextState;
end
always@ ( * ) begin
	NextState = CurrentState;
	case (CurrentState)
		s0: begin
		    if (data_in == 1) NextState = s1; 
		    if (data_in == 0) NextState = s2;
		    out <= 0;
		end
		s1: begin
		    if (data_in == 1) begin NextState = s0; out <= 1; end
		    if (data_in == 0) begin NextState = s3; out <= 0; end
		end
		s2: begin
		    if (data_in == 1) begin NextState = s3; out <= 0; end
		    if (data_in == 0) begin NextState = s0; out <= 1; end
		end
		s3: begin
		    if (data_in == 1) NextState = s2;
		    if (data_in == 0) NextState = s1;
		    out <= 0;
		end
	endcase
end
endmodule
$ cat design/flow/run.sh
#!/bin/bash
# OpenROAD 26Q1-2900-gdf79404cd8, Yosys 0.63+post, stock flow scripts
make -C /OpenROAD-flow-scripts/flow DESIGN_CONFIG=/design/flow/config.mk WORK_HOME=/design/flow/orfs finish
$ cat design/flow/config.mk
export PLATFORM = sky130hd
export DESIGN_NAME = CountEvenOneZero
export DESIGN_NICKNAME = CountEvenOneZero
export VERILOG_FILES = /design/flow/design.v
export SDC_FILE = /design/flow/constraint.sdc
export NUM_CORES = 4
export LEC_CHECK = 1
export CORE_AREA = 10 10 70 70
export DIE_AREA = 0 0 80 80
$ cat design/flow/constraint.sdc
current_design CountEvenOneZero

set clk_period 1.9
set clk_io_pct 0.2

create_clock -name clk0 -period $clk_period [get_ports {clk}]

set non_clock_inputs [all_inputs -no_clocks]
set_input_delay [expr $clk_period * $clk_io_pct] -clock clk0 $non_clock_inputs
set_output_delay [expr $clk_period * $clk_io_pct] -clock clk0 [all_outputs]
==> results.toml <==
# implementation run metrics
[detailed_routing]
post_drt_antenna_nets = 0
overall_via_count_from_detail_route = 122
routedWlPerCell_microns = 5.35
drt_drc_violations_left = 0
drt-total-wl_microns = 353
detail_route.vias_per_cell = 1.85
first_pass_iters = 1
first_iter_violations = 0
antennaDiodeCount = 0

[clock_network]
path_clk_slew_ns = 0.04
cts_max_level = 1
tritoncts = "built"
clock.latency.late_pin_ns = 0.23
cts_post_setup_buffers_inserted = 0
clk_root_buffer_cell = "clkbuf_4"
cts.path.max_buffers = 2
cts-buffers-inserted = 3
postCtsResizedCells = 0
cts.hold.buffers_added = 0

[logic_synthesis]
synthDominantAreaCellType = "dfxtp_1"
synth.yosys.warnings = 1
synthTopCellsByCount = "dfxtp_1, mux2i_1, nor2_1"
netlist_instances = 14
ys_chip_area_sq_um = 164
fraction_of_post_synthesis_cell_area_in_the_top_cell_type_by_area_pct = 48.9
avg_inst_size_synth_sq_um = 11.7
syn_area_sq_um = 164
synth.ff_latch_count = 5
synth.yosys.num_cells = 14
edf_count = 0
post_synth_main_area_contributors = "dfxtp_1, mux2i_1, mux2_4"
synth.distinct_cells = 7
synth.most_common_cell = "dfxtp_1"
ys.flop_type = "dfxtp_1"
asyncSetResetFlopFracSynth_pct = 0

[critical_path]
crit_required_ns = 2.02
worst-path-max-fanout = 4
cell_depth_of_the_worst_flop_to_flop_path = 2
endpoint_kind = "flop"
worstPathCellList = "clkdlybuf4s50_1, mux2_4, or2_1"
rr_startpoint = "CurrentState[1]"
launching_instance_or_port_of_the_critical_path = "data_in"
critical_path_arrival_ns = 1.51
critical_path.max_stage_delay_ns = 0.59
crit_type = "primary input to flop"
crit_path_top_delay_cell = "clkdlybuf4s50_1"
setup.worst_path.start_class = "primary input"

[power_and_ir_drop]
combinationalPowerShare_pct = 8.9
clock_power_share_pct = 47.5
power.switching_fraction_pct = 20.8
power.static_leakage_nw = 0.101
powerDensity_nw_per_um2 = 808
power.share.sequential_pct = 43.6
vdd_ir_drop_max_mv = 0.218
power_report.internal_total_mw = 0.175
switchingPower_mw = 0.0460

[sta]
final.setup.tns_ns = 0
unrepaired_setup_endpoints_after_global_routing = "no"
slew_viol_final = 0
finalHoldViolCount = 0
fmaxAchievable_mhz = 719
clock_skew_ns = 0.00304
slew-limit-headroom_pct = 84.7
count_of_unclocked_register_or_latch_pins = 1
finalCritPeriodShare_pct = 73.2
tmin_final_ns = 1.39
timing_worst_slew_pin_value_ns = 0.229
untimed_endpoints = 2
finalSetupViolations = 0

[flow_run]
maxCapViolCount = 0
openroad.warnings = 25

[place]
post-place-cells = 63
buffer_ports.inserted = 3
final_weighted_congestion_of_routability_driven_global_placement = 0.636

[min_path]
worst_hold_path_type = "flop to flop"
worst_hold_startpoint = "CurrentState[3]"
worst_hold_path.num_cells = 2

[layout]
flop_area_sq_um = 95.1
final-instance-count-excl-fill = 66
layout-drive-gt1-share_pct = 20.0
flow.area_growth_from_synthesis_pct = 67.2
post-route-util_pct = 8.02
fillerInstances = 409
final-comb-area_sq_um = 68.8

[floorplanning]
fp-row-count = 21
initCoreUtil_pct = 4.80
die_x_microns = 80
dieHeight_microns = 80
core_area_sq_um = 3420
design.portCount = 4
design.die.area_sq_um = 6400

[global_route]
number_of_antenna_violations_at_the_first_check_in_global_routing = 0
grt_first_pass_wirelength_microns = 600
grt_overflow = 0
track_usage_pct = 1.25
first_global_vias = 148
grt_max_degree = 5

[outcome]
outcome = "finished clean"
cell usage in the layout, fill, tap and decap left out:
master and n:
nor2_1 3, or2_1 1, clkdlybuf4s50_1 3, mux2i_1 3
dfxtp_1 4, dlxtn_1 1, nor4_1 1, clkbuf_4 3
mux2_4 1
cell type report:
class / instances / share of cell area (%)
tap: 46 / 21.0
multi-input combinational: 9 / 25.1
sequential: 5 / 34.7
timing repair buffer: 3 / 11.0
clock buffer: 3 / 8.22
stage by stage:
stage / setup WS, ns / hold slack [ns] / power, mW / area [sq um]
final: 0.510 / 0.537 / 0.221 / 274
after global routing: 0.509 / 0.568 / 0.242 / 274
after CTS: 0.514 / 0.534 / 0.228 / 274
after floorplan: 0.934 / 0.452 / 0.108 / 164
after global placement: 0.288 / 0.497 / 0.116 / 251
after detailed placement: 0.272 / 0.525 / 0.118 / 251
routing by layer:
metal  part of all wire [%]  up-vias  track usage [%]
met5                      0        -                0
met1                     54       54             1.53
met4                      0        0            0.528
li1                       -       62                -
met3                     10        0             1.14
met2                     35        6             1.44
registers in the layout, indices dropped and copies added (netlist names):
register,count
CurrentState,4
out,1
power groups by stage:
stage	Sequential, mW	Combinational [mW]	Clock [mW]
after global routing	0.0976	0.0214	0.123
after CTS	0.0965	0.0200	0.111
final	0.0966	0.0197	0.105
final timing paths:
kind                     end  slack, ns
max          CurrentState[0]       0.51
min          CurrentState[2]       0.54
max reg2reg  CurrentState[0]       1.00
min reg2reg  CurrentState[2]       0.54
worst max-delay path, delay by kind of cell:
family	cells	cell delay, ns
buffers and inverters	1	0.59
and+or+nand+nor	1	0.20
muxes	1	0.33
logic make-up after synthesis:
logic type	synth area share [%]
AND/OR/NAND/NOR	14.5
multiplexers	27.5
flip-flops	48.9
latches	9.16
Power and IR drop assume default switching activity.
